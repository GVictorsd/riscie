==> ./config.mk <==
export PLATFORM = sky130hd
export DESIGN_NAME = stage3
export DESIGN_NICKNAME = stage3
export VERILOG_FILES = /design/flow/design.v
export SDC_FILE = /design/flow/constraint.sdc
export NUM_CORES = 4
export LEC_CHECK = 1
export CORE_UTILIZATION = 30
==> ./constraint.sdc <==
current_design stage3

set clk_period 22.4
set clk_io_pct 0.2

create_clock -name clk0 -period $clk_period [get_ports {clk}]

set non_clock_inputs [all_inputs -no_clocks]
set_input_delay [expr $clk_period * $clk_io_pct] -clock clk0 $non_clock_inputs
set_output_delay [expr $clk_period * $clk_io_pct] -clock clk0 [all_outputs]
==> ./design.v <==
module instMemory (
    input [31:0] address,
    output [31:0] data
);
reg [31:0] store [16'hffff:0];
assign data = store[address];
endmodule
module PC(
	input [31:0] branchAddr,
	input clk, pcSrc, pcwrite, reset,
	output [31:0] addrOut
);
	reg [31:0] store;
	parameter ofsetAddr = 4;     
	assign addrOut = store;
	always@(posedge clk)
	begin
		if(reset)
			store <= 32'b0;
		else if(pcwrite)
			store <= store;
		else if(pcSrc)
			store <= branchAddr;
		else if(!pcSrc)
			store <= store + ofsetAddr;
	end
	endmodule
module stage1(
	input [31:0] branchAddr,   
	input clk, reset, pcSrc,   
	input pcWrite, ifidWrite,   
	output reg [31:0] ifidINST, ifidPc   
);
	wire[31:0] nextAddr, data;
	PC pc(branchAddr, clk, pcSrc, pcWrite, reset, nextAddr);
	instMemory instmem (nextAddr, data);
	always@(posedge clk)
	begin
		ifidPc <= nextAddr;
		if(ifidWrite)
			ifidINST <= ifidINST;
		else
			ifidINST <= data;
	end
endmodule
module REGFILE(
	input [4:0] readReg1, readReg2,
	input [4:0] writeReg,
	input clk,
	input writeEnable,
	input [31:0] writeData,
	output [31:0] data1, data2
);
	reg [31:0] store [31:0];
	assign data1 = store[readReg1];
	assign data2 = store[readReg2];
	always@(posedge clk)
	begin
		if(writeEnable)
			store[writeReg] <= writeData;
	end
endmodule
module BITEXPAND(
	input [31:0] inData,
	output [63:0] outData
);
	assign outData[31:0] = inData[31:0];
	assign outData[63:32] = inData[31] ? 32'hFFFFFFFF : 32'h00000000;
endmodule
module controlUnit(
    input [31:0] inst,
    output [2:0] exCtrl,
    output[2:0] memCtrl,
    output[1:0] wbCtrl
);
    reg AluSrc;
    reg [1:0] AluOp;
    assign exCtrl = {AluSrc, AluOp};
    reg dataMemRead, dataMemWrite, Branch;
    assign memCtrl = {dataMemRead, dataMemWrite, Branch};
    reg MemtoReg;  
    reg regwrite;  
    assign wbCtrl = {MemtoReg, regwrite};
endmodule
module stage2(
	input[31:0] ifidInst, ifidPc,   
	input clk,
	input regWriteEnable,   
	input [4:0] writeReg,   
	input [31:0] writeData,   
	output reg [31:0] idexPc,
	output reg [31:0] idexData1, idexData2,
	output reg [4:0] idexRd,
	output reg [6:0] idexFunc7,
	output reg [2:0] idexFunc3,
	output reg [63:0] idexExpandInst,
	output reg [2:0] idexExCtrl,    
	output reg [2:0] idexMemCtrl,   
	output reg [1:0] idexWbCtrl    
);
	wire [31:0] d1, d2;
	wire [63:0] expandInst;
	REGFILE regFile(ifidInst[24:20], ifidInst[19:15], writeReg,  
		clk, regWriteEnable, writeData, d1, d2);
	BITEXPAND bitExpand(ifidInst, expandInst);
	wire [2:0] wire_exCtrl, wire_memCtrl;
	wire [1:0] wire_wbCtrl;
	controlUnit ctrlUnit(ifidInst, wire_exCtrl, wire_memCtrl, wire_wbCtrl);
	always@(posedge clk) begin
		idexData1 <= d1;
		idexData2 <= d2;
		idexPc <= ifidPc;
		idexRd <= ifidInst[11:7];
		idexFunc7 <= ifidInst[31:25];
		idexFunc3 <= ifidInst[14:12];
		idexExpandInst <= expandInst;
		idexExCtrl <= wire_exCtrl;
		idexMemCtrl <= wire_memCtrl;
		idexWbCtrl <= wire_wbCtrl;
	end
endmodule
module ALU(
	input [31:0] a, b,
	input [3:0] control,
	output [31:0] c,
	output zero
);
	parameter AND = 4'h0,
		OR = 4'h1,
		ADD = 4'h2,
		SUB = 4'h6;
	assign c = (control == AND) ? a&b :
		(control == OR) ? a | b :
		(control == ADD) ? a + b:
		(control == SUB) ? a-b:
		32'hx;
	assign zero = (c == 0) ? 1'b1 : 1'b0;
endmodule
module ALUCONTROL(
	input[31:0] inReg1, inReg2, imm,
	input ALUSrc,
	input [6:0] func7,
	input [2:0] func3,
	input [1:0] AluOp,
	output [31:0] result,
	output zero
);
	wire [31:0] dataOut1, dataOut2;
	wire [3:0] controlOut;
	ALU Alu(dataOut1, dataOut2, controlOut, result, zero);
	assign dataOut1 = inReg1;
	assign dataOut2 = ALUSrc ? imm : inReg2;
	parameter loadStore = 2'b00,
		branch = 2'b01,
		AluInstruction = 2'b10;
	parameter AND = 4'h0,
		OR = 4'h1,
		ADD = 4'h2,
		SUB = 4'h6;
	assign controlOut = (AluOp == loadStore) ? ADD :
		(AluOp == branch) ? SUB :
		(AluOp == AluInstruction) ?
			(func7 == 7'b0000000 && func3 == 3'b000) ? ADD :
			(func7 == 7'b0100000 && func3 == 3'b000) ? SUB :
			(func7 == 7'b0000000 && func3 == 3'b111) ? AND :
			(func7 == 7'b0000000 && func3 == 3'b110) ? OR  :
			4'hz:
		4'hz;
endmodule
module FORWARDUNIT(
	input [4:0] idexRs1, idexRs2,
	input [4:0] exmemRegrd, memwbRegrd,
	input exmemWb, memwbWb,
	output reg[1:0] forwardA, forwardB
);
	always@(*)
	begin
		forwardA = 2'b00;
		forwardB = 2'b00;
		if(exmemWb && exmemRegrd != 0 && exmemRegrd == idexRs1)
			forwardA = 2'b10;
		if(exmemWb && exmemRegrd != 0 && exmemRegrd == idexRs2)
			forwardB = 2'b10;
		if(memwbWb && memwbRegrd != 0 && memwbRegrd == idexRs1)
			forwardA = 2'b01;
		if(memwbWb && memwbRegrd != 0 && memwbRegrd == idexRs2)
			forwardB = 2'b01;
		if(memwbWb && memwbRegrd != 0 && 
			!(exmemWb && exmemRegrd != 0 && exmemRegrd == idexRs1) &&
			memwbRegrd == idexRs1)
			forwardA = 2'b01;
		if(memwbWb && memwbRegrd != 0 &&
			!(exmemWb && exmemRegrd != 0 && exmemRegrd == idexRs2) &&
			memwbRegrd == idexRs2)
			forwardB = 2'b01;
	end
	endmodule
module stage3(
	input [31:0] idexPc,
	input [31:0] idexData1, idexData2,
	input [4:0] idexRd,
	input [6:0] idexFunc7,
	input [2:0] idexFunc3,
	input [63:0] idexExpandInst,
	input [2:0] idexExCtrl,    
	input [2:0] idexMemCtrl,   
	input [1:0] idexWbCtrl,    
	input clk,
	input memwbWb,        
	input [4:0] memwbRd,  
	input [31:0] wbData,  
	output reg [4:0] exmemRd,   
	output reg [31:0] exmemAlu, exmemReg2,
	output reg exmemZero,
	output reg [2:0] exmemMemCtrl,
	output reg [1:0] exmemWbCtrl
);
	wire AluSrc;
	wire [1:0] AluOp;
	assign AluSrc = idexExCtrl[2];
	assign AluOp = idexExCtrl[1:0];
	wire [1:0] forwardA, forwardB;
	FORWARDUNIT forwardUnit(idexExpandInst[19:15], idexExpandInst[24:20],
		exmemRd, memwbRd, exmemWbCtrl[0], memwbWb, forwardA, forwardB);
	wire[31:0] AluinA, AluinB;
	assign AluinA = (forwardA == 0) ? idexData1 :
		(forwardA == 2'b10) ? exmemAlu :
		(forwardA == 2'b01) ? wbData : 0;
	assign AluinB = (forwardB == 0) ? idexData2 :
		(forwardB == 2'b10) ? exmemAlu :
		(forwardB == 2'b01) ? wbData : 0;
	wire [31:0] AluResult;
	wire zero;
	ALUCONTROL AluControl(AluinA, AluinB, idexExpandInst, AluSrc, idexFunc7, idexFunc3, AluOp, AluResult, zero);
	always@(posedge clk)
	begin
		exmemRd <= idexRd;
		exmemAlu <= AluResult;
		exmemReg2 <= AluinB;
		exmemZero <= zero;
		exmemMemCtrl<= idexMemCtrl;
		exmemWbCtrl<= idexWbCtrl;
	end
endmodule
module DATAMEMORY(
	input [31:0] address,
	input [31:0] writeData,
	input memWrite, memRead,
	input clk,
	output [31:0] data
);
parameter addrSize = 32;
reg [31:0] store [(1<<addrSize)-1:0];
assign data = memRead ? store[address] : 32'hz;
always@(posedge clk)
begin
	if(memWrite)
	begin
		store[address] <= writeData;
	end
end
endmodule
module stage4 (
	input [31:0] exmemMemWriteAddr, exmemMemWriteData,
	input [4:0] exmemRd,  
	input clk,
	input [2:0] exmemMemCtrl,
	input [1:0] exmemWbCtrl,
	input exmemZero,
	output reg [31:0] memwbData, memwbAddr,
	output reg branch,
	output reg [4:0] memwbRd,   
	output reg [1:0] memwbWbCtrl   
);
	wire exmemMemWrite, exmemMemRead, exmemBranch;
	assign  exmemMemRead = exmemMemCtrl[2];
	assign exmemMemWrite = exmemMemCtrl[1];
	assign  exmemBranch = exmemMemCtrl[0];
	wire [31:0] memData;
	DATAMEMORY DataMem(exmemMemWriteAddr, exmemMemWriteData, exmemMemWrite, exmemMemRead,
		clk, memData);
	always@(posedge clk)
	begin
		memwbData <= memData;
		memwbAddr <= exmemMemWriteAddr;
		branch <= exmemBranch & exmemZero;
		memwbRd <= exmemRd;   
		memwbWbCtrl <= exmemWbCtrl;   
	end
endmodule
module stage5(
    input[31:0] memwbData, memwbAddr,
	input [4:0] memwbRd,   
    input [1:0] memwbWbCtrl,
    output regwrite,  
    output[31:0] writebackData,  
    output [4:0] wbRd   
);
    assign regwrite = memwbWbCtrl[0];
    assign writebackData = memwbWbCtrl[1] ? memwbData : memwbAddr;
    assign wbRd = memwbRd;
endmodule
module main;
reg clk = 0;
wire nclk;
reg reset = 0;
always #2 clk = ~clk;
assign nclk = ~clk;
wire branch;
wire [31:0] ifidINST, ifidPc;
wire [31:0] branchAddr;
wire pcWrite, ifidWrite;
stage1 s1(branchAddr, clk, reset, branch, pcWrite, ifidWrite,
    ifidINST, ifidPc);
wire regWriteEnable;
wire [4:0] writeReg;
wire [31:0] writeData;
wire [31:0] idexPc, idexData1, idexData2;
wire [4:0] idexRd;
wire [6:0] idexFunc7;
wire [2:0] idexFunc3;
wire [63:0] idexExpandInst;
wire [2:0] idexExCtrl, idexMemCtrl;
wire [1:0] idexWbCtrl;
stage2 s2(ifidINST, ifidPc, nclk, regWriteEnable, writeReg, writeData,
    idexPc, idexData1, idexData2, idexRd, idexFunc7, idexFunc3,idexExpandInst,
    idexExCtrl, idexMemCtrl, idexWbCtrl);
wire [4:0] exmemRd;
wire [31:0] exmemAlu, exmemReg2;
wire exmemZero;
wire [2:0] exmemMemCtrl;
wire [1:0] exmemWbCtrl;
stage3 s3(idexPc, idexData1, idexData2, idexRd, idexFunc7, idexFunc3, idexExpandInst,
    idexExCtrl, idexMemCtrl, idexWbCtrl, clk, regWriteEnable, writeReg, writeData,
    exmemRd, exmemAlu, exmemReg2, exmemZero, exmemMemCtrl, exmemWbCtrl);
wire [31:0] memwbData, memwbAddr;
wire [4:0] memwbRd;
wire [1:0] memwbWbCtrl;
stage4 s4(exmemReg2, exmemAlu, exmemRd, clk, exmemMemCtrl, exmemWbCtrl, exmemZero,
    memwbData, memwbAddr, branch, memwbRd, memwbWbCtrl);
stage5 s5(memwbData, memwbAddr, memwbRd, memwbWbCtrl, regWriteEnable, writeData, writeReg);
endmodule
==> ./run.sh <==
#!/bin/bash
# OpenROAD 26Q1-2900-gdf79404cd8, Yosys 0.63+post, stock flow scripts
make -C /OpenROAD-flow-scripts/flow DESIGN_CONFIG=/design/flow/config.mk WORK_HOME=/design/flow/orfs finish
==> reports/summary.log <==
[synthesis] post-synth tally of flip-flops with integrated enable 0
[timing] final number of max-transition violations 0
[clock_tree] CTS H-tree depth 3
[die] Chip Height 156 microns
[clock_tree] number of buffers added by the clock tree synthesis step 9
[clock_tree] buffer depth of the longest clock path 2
[clock_tree] clock slew at reported path FFs 60 ps
[synthesis] Yosys top cell by area sky130_fd_sc_hd__dfxtp_1
[timing] Post-Route Hold Slack 531 ps
[power_and_ir_drop] post-layout power 0.592 mW
[critical_path] cell with the largest stage delay on the worst path sky130_fd_sc_hd__or4_1
[final_layout] total of fill cells in the finished design 2,343
[place] routability congestion estimate 0.937
[clock_tree] hold buffer count at cts 0
[routing] remaining routing DRC violations 0
[die] count of pins on the block boundary 297
[critical_path] path type of the worst setup path in2reg
[routing] drt via density 5.43
[timing] Worst Tran Pin Value 866 ps
[final_layout] FF/Latch Area 1500 sq um
[synthesis] proportion of netlist area held by the largest area contributor 21.1%
[place] count of input and output buffers 232
[grt] Global Route Usage Sum 24.9%
[grt] wire length of the first global-routing pass 45,100 microns
[synthesis] Seq/Total Area, Yosys 21.1%
[grt] global-route congestion overflow total 0
[synthesis] summed instance area of the synthesized netlist 7130 sq um
[clock_tree] Clk Tree Root Cell sky130_fd_sc_hd__clkbuf_16
[die] FP Core Util 30.5%
[routing] average wire per cell in the routed design 20.4 microns
[synthesis] yosys stat cell total 945
[synthesis] leading cell types by count after synthesis sky130_fd_sc_hd__o21ai_0, sky130_fd_sc_hd__a21oi_1, sky130_fd_sc_hd__nor2_1
[min_path] worst min path class reg2reg
[power_and_ir_drop] largest vdd supply drop 0.0313 mV
[synthesis] async set or reset register ratio after synthesis 0%
[final_layout] layout cells sized above 1 5.71%
[die] total number of placement rows 56
[timing] sum of negative setup slack 0 ps
[grt] pin count of the biggest net entering global routing 53
[synthesis] cell count after synthesis 945
[synthesis] syn_area_per_cell 7.54 sq um
[critical_path] element type at the critical path start primary input
[critical_path] worst-path fanout max 34
[critical_path] most common cell type on the critical path sky130_fd_sc_hd__a21o_1
[critical_path] worst path arrival time 12,430 ps
[final_layout] multi-input logic area 5290 sq um
[routing] number of detailed-routing iterations run before antenna repair 6
[clock_tree] Resized cells post-CTS 0
[run] max-capacitance violation count 0
[power_and_ir_drop] PD cells 58.9 nW/um^2
[synthesis] distinct cell type count after synthesis 74
[final_layout] area added between synthesis and finish 41.0%
[clock_tree] Clock Sink Count 75
[timing] maximum clock frequency 0.0822 GHz
[outcome] run status completed
[die] Core Region 23,400 sq um
[die] die outline width 156 microns
[grt] number of antenna violations at the first check in global routing 5
[place] dpl hpwl 23,100 microns
[clock_tree] worst-skew pair later-pin latency 350 ps
[routing] number of DRC violations after detailed-routing iteration 0 680
[critical_path] worst path required time 22,670 ps
[synthesis] Top cells by area sky130_fd_sc_hd__dfxtp_1, sky130_fd_sc_hd__mux2i_1, sky130_fd_sc_hd__ha_1
[clock_tree] clock tree from TritonCTS built
[timing] final count of negative-setup-slack endpoints 0
[routing] overall via count from detail_route 8,030
[grt] number of global-route vias before repair 7,490
[routing] final wirelength 30,200 microns
[clock_tree] buffer count from post-CTS setup fixing 0
[power_and_ir_drop] P_leak 3.78 nW
[synthesis] Synth warnings 6
[run] warning total across the stage logs 98
[critical_path] sort of element at the end of the critical path register
[timing] normalized max-slew margin 41.7%
[timing] cycle use final 54.3%
[timing] Final Hold Violation Tally 0
[critical_path] crit-path max cell delay 810 ps
[timing] Worst Skew 9.07 ps
[synthesis] chip area from the yosys synthesis statistics 7130 sq um
[synthesis] top-count cell post-synth sky130_fd_sc_hd__o21ai_0
[synthesis] top_reg_cell synth sky130_fd_sc_hd__dfxtp_1
[die] Total Die Area 24,400 sq um
[synthesis] post-synthesis sequential element count 75
[timing] setup repair after global routing missed its margin no
[timing] final critical-path required period 12,160 ps
[routing] count of antenna-violating nets left after detailed routing 0
kinds of logic after synthesis:
family          count (synthesis)  share of synthesized area [%]
mux                            61                           8.78
flops                          75                           21.1
compound gates                319                           28.6
buf+inv                        85                           5.02
fa+ha+maj                      42                           7.48
xor+xnor                       73                           8.97
simple gates                  290                           20.1
registers in the layout, summed over array words and instances (netlist names):
register and cells:
exmemAlu 32, exmemReg2 32, exmemRd 5, exmemMemCtrl 3, exmemWbCtrl 2, exmemZero 1
cell usage in the layout (no fill, tap or decap), drive strengths merged, types with 6 or more instances in the layout:
cell and count:
o21a 8, xor2 15, and2 7, a31oi 34, or3 23, xnor2 58, a311oi 6, inv 29
nor3 32, a211oi 14, mux2i 55, a21oi 81, o21ai 87, nand4 13, nor4 9, buf 18
ha 41, dfxtp 75, o22ai 6, a21o 17, o211ai 10, or4 7, mux2 6, clkbuf 12
nor2 78, clkdlybuf4s50 232, nand2 77, nand3 8, o31ai 9, a22oi 9, and3 8, nand2b 7
per-layer routing:
layer,part of all wire (%),GRT usage [%],vias to the layer above
li1,-,-,3921
met1,45,37.0,3725
met2,45,37.9,342
met3,8.1,3.93,42
met4,2.4,5.79,0
met5,0,0,-
cell type report:
cell class | count | share of cell area [%]
diodes | 5 | 0.124
clock buffers | 12 | 2.55
clock inverters | 3 | 0.237
inverters | 30 | 1.12
multi-input cells | 785 | 52.6
flip-flops and latches | 75 | 14.9
well taps | 319 | 3.97
repair buffers | 250 | 24.4
worst paths after layout:
path,startpoint,endpoint,depth (start not counted),slack (ps)
worst min register to register,exmemAlu[30]$_DFF_P_,exmemReg2[30]$_DFF_P_,2,530
worst max-delay path,memwbRd[1],exmemZero$_DFF_P_,25,10240
worst min-delay path,exmemAlu[30]$_DFF_P_,exmemReg2[30]$_DFF_P_,2,530
worst max register to register,exmemRd[2]$_DFF_P_,exmemZero$_DFF_P_,23,14950
worst max-delay path: cells and delay by family:
kind	cells	cell delay (ps)
muxes	1	450
adders and majority gates	1	260
AOI/OAI and AO/OA	10	2110
xor gates and xnor gates	2	420
and+or+nand+nor	8	3440
buffers and inverters	3	1250
metrics by stage:
stage	setup slack (ps)	area [sq um]	instances	utilization [%]
finish	10240	10100	1479	42.9
global route	9860	10100	1479	42.9
CTS	10340	10000	1474	42.9
detailed placement	10030	9760	1459	41.7
global placement	10050	9760	1459	41.7
floorplan	12000	7130	945	-
where the power goes:
group | leakage (nW) | switching (mW) | internal [mW]
Combinational | 3.02 | 0.134 | 0.139
Sequential | 0.632 | 0.0198 | 0.155
Clock | 0.131 | 0.0637 | 0.0809
Total | 3.78 | 0.218 | 0.374
Power is estimated from default activity; no workload was simulated.
